<file path="flow/config.mk">
export PLATFORM = sky130hd
export DESIGN_NAME = UART_wrapper
export DESIGN_NICKNAME = UART_wrapper
export VERILOG_FILES = /design/flow/design.v
export SDC_FILE = /design/flow/constraint.sdc
export NUM_CORES = 4
export LEC_CHECK = 1
export CORE_UTILIZATION = 50
</file>
<file path="flow/run.sh">
#!/bin/bash
# OpenROAD 26Q1-2900-gdf79404cd8, Yosys 0.63+post, stock flow scripts
make -C /OpenROAD-flow-scripts/flow DESIGN_CONFIG=/design/flow/config.mk WORK_HOME=/design/flow/orfs finish
</file>
<file path="flow/constraint.sdc">
current_design UART_wrapper

set clk_period 4.4
set clk_io_pct 0.2

create_clock -name clk0 -period $clk_period [get_ports {clk}]

set non_clock_inputs [all_inputs -no_clocks]
set_input_delay [expr $clk_period * $clk_io_pct] -clock clk0 $non_clock_inputs
set_output_delay [expr $clk_period * $clk_io_pct] -clock clk0 [all_outputs]
</file>
<file path="flow/design.v">
`timescale 1ns / 1ps
module baud_rate_gen (clk, rst, S_tick);
    parameter BAUD_RATE = 9600;   
    parameter CLK_FREQ = 50000000;  
    input clk, rst;
    output reg S_tick;   
    localparam DIV = CLK_FREQ / (BAUD_RATE * 16);
    localparam WIDTH = $clog2(DIV);
     reg [WIDTH - 1 : 0] count;
    always @ (posedge clk, posedge rst) begin
        if (rst) begin
            S_tick <= 1'b0;
            count <= 0;
        end
        else begin
            if (count == (DIV - 1)) begin
                count <= 0;
                S_tick <= 1'b1;
            end
            else begin
                count <= count + 1'b1;
                S_tick <= 1'b0;
            end
        end
    end
endmodule
`timescale 1ns / 1ps
module UART_FIFO (clk, rst, wr_en, wr_data, rd_en, rd_data, empty, full);
    parameter WIDTH = 8;   
    parameter DEPTH = 16;   
    parameter ADDR_SIZE = 4;   
    input clk, rst, wr_en, rd_en;
    input [WIDTH - 1 : 0] wr_data;
    output empty, full;
    output reg [WIDTH - 1 : 0] rd_data;
    reg [WIDTH - 1 : 0] fifo [DEPTH - 1 : 0];
    reg [ADDR_SIZE : 0] wr_ptr, rd_ptr;
    assign full = (wr_ptr[ADDR_SIZE] != rd_ptr[ADDR_SIZE]) && (wr_ptr[ADDR_SIZE - 1 : 0] == rd_ptr[ADDR_SIZE - 1 : 0]);
    assign empty = (wr_ptr == rd_ptr);
    always @ (posedge clk) begin
        if (rst) begin
            rd_data <= 0;
            wr_ptr <= 0;
            rd_ptr <= 0;
        end
        else begin
            if (wr_en && (full != 1'b1)) begin
                wr_ptr <= wr_ptr + 1;   
                fifo[wr_ptr[ADDR_SIZE - 1 : 0]] <= wr_data;   
            end
            if (rd_en && (empty != 1'b1)) begin
                rd_ptr <= rd_ptr + 1;   
                rd_data <= fifo[rd_ptr[ADDR_SIZE - 1 : 0]];   
            end
        end
    end
endmodule
`timescale 1ns / 1ps
module Receiver_TOP (clk, rst, S_tick, rx, rx_rd_en, rx_rd_data, rx_empty, rx_full, rx_parity_error, rx_frame_error);
    parameter N_BIT = 8;   
    input clk, rst, S_tick, rx, rx_rd_en;
    output [N_BIT - 1 : 0] rx_rd_data;
    output rx_empty, rx_full, rx_parity_error, rx_frame_error;
    wire rx_wr_en;   
    wire [N_BIT - 1 : 0] rx_wr_data;   
    UART_RX receiver (.clk(clk), .S_tick(S_tick), .rst(rst), .rx(rx), .dout(rx_wr_data), 
                      .rx_done_tick(rx_wr_en), .parity_error(rx_parity_error), .frame_error(rx_frame_error));
    UART_FIFO rx_fifo (.clk(clk), .rst(rst), .wr_en(rx_wr_en), .wr_data(rx_wr_data), .rd_en(rx_rd_en), 
                       .rd_data(rx_rd_data), .empty(rx_empty), .full(rx_full));
endmodule
`timescale 1ns / 1ps
module UART_RX (clk, S_tick, rst, rx, dout, rx_done_tick, parity_error, frame_error);
    parameter IDLE = 2'b00;
    parameter START = 2'b01;
    parameter SHIFT = 2'b10;
    parameter STOP = 2'b11;
    parameter N_BIT = 8;   
    input clk, rst;
    input S_tick;   
    input rx;   
    output reg [N_BIT - 1 : 0] dout;   
    output reg rx_done_tick;   
    output reg parity_error, frame_error;   
    (* fsm_encoding = "one_hot" *)   
    reg [1 : 0 ] cs, ns;   
    reg [3 : 0] tick_count, bit_count;   
    reg [10 : 0] rx_frame;   
    always @ (*) begin
        case (cs)
            IDLE : begin
                if (rx == 0)   
                    ns = START;
                else
                    ns = IDLE;
            end
            START : begin
                if (S_tick && (tick_count == 7))   
                    ns = SHIFT;
                else
                    ns = START;
            end
            SHIFT : begin
                if (S_tick && (bit_count == N_BIT) && (tick_count == 15))   
                    ns = STOP;
                else
                    ns = SHIFT;
            end
            STOP : begin
                if (S_tick && rx && (tick_count == 15))   
                    ns = IDLE;
                else
                    ns = STOP;
            end
        endcase
    end
    always @ (posedge clk, posedge rst) begin
        if (rst)
            cs <=IDLE;
        else
            cs <= ns;
    end
    always @ (posedge clk, posedge rst) begin
        if (rst) begin
            dout <= 0;
            rx_done_tick <= 0;
            tick_count <= 0;
            bit_count <= 0;
            rx_frame <= 0;
            parity_error <= 1'b0;
            frame_error <= 1'b0;
        end
        else begin
            rx_done_tick <= 1'b0; 
            parity_error <= 1'b0; 
            frame_error <= 1'b0; 
            case (cs)
                IDLE : begin   
                    tick_count <= 0;
                    bit_count <= 0;
                    rx_frame <= 0;
                end
                START : begin   
                    dout <= 0;
                    if (S_tick) begin
                        tick_count <= tick_count + 1;
                        if (tick_count == 7) begin  
                            tick_count <= 0;
                            rx_frame[0] <= rx;   
                        end
                    end
                end
                SHIFT : begin   
                    if (S_tick) begin
                        if (bit_count <= N_BIT) begin
                            tick_count <= tick_count + 1;
                            if (tick_count == 15) begin   
                                rx_frame[bit_count + 1] <= rx;
                                bit_count <= bit_count + 1;
                            end
                        end
                    end 
                end
                STOP : begin   
                    if (rx_frame[9] != (^ rx_frame[8 : 1]))
                        parity_error <= 1'b1;
                    if (S_tick) begin
                        tick_count <= tick_count + 1;
                        if (tick_count == 15) begin
                            rx_done_tick <= 1'b1;   
                            rx_frame[10] <= rx;   
                            dout <= rx_frame[8 : 1];   
                            if ((rx_frame[0] != 1'b0) || (rx != 1'b1))
                                frame_error <= 1'b1;
                        end
                    end
                end
            endcase
        end
    end
endmodule
`timescale 1ns / 1ps
module Transmitter_TOP (clk, rst, S_tick, tx_wr_data, tx_wr_en, tx, tx_full);
    parameter N_BIT = 8;   
    input clk, rst, S_tick, tx_wr_en;
    input [N_BIT - 1 : 0] tx_wr_data;
    output tx, tx_full;
    wire tx_rd_en;   
    wire [N_BIT - 1 : 0] tx_rd_data;   
    wire tx_empty;   
    UART_TX transmitter (.clk(clk), .S_tick(S_tick), .rst(rst), .tx_start(~ tx_empty), 
                         .din(tx_rd_data), .tx(tx), .tx_done_tick(tx_rd_en));
    UART_FIFO tx_fifo (.clk(clk), .rst(rst), .wr_en(tx_wr_en), .wr_data(tx_wr_data), 
                       .rd_en(tx_rd_en), .rd_data(tx_rd_data), .empty(tx_empty), .full(tx_full));
endmodule
`timescale 1ns / 1ps
module UART_TX (clk, S_tick, tx_start, rst, din, tx, tx_done_tick);
    parameter IDLE = 2'b00;
    parameter START = 2'b01;
    parameter SHIFT = 2'b10;
    parameter STOP = 2'b11;
    parameter N_BIT = 8;   
    input clk, tx_start, rst;
    input S_tick;   
    input [N_BIT - 1 : 0] din;   
    output reg tx_done_tick;
    output reg tx;   
    (* fsm_encoding = "sequential" *)   
    reg [1 : 0] cs, ns;   
    reg [3 : 0] tick_count, bit_count;   
    reg [10 : 0] tx_frame;   
    reg load_frame;   
    always @ (*) begin
        case (cs)
            IDLE : begin   
                if (tx_start && load_frame)
                    ns = START;
                else
                    ns = IDLE;
            end
            START : begin
                if (S_tick && (tick_count == 15))
                    ns = SHIFT;
                else 
                    ns = START;
            end
            SHIFT : begin
                if (S_tick && (bit_count == N_BIT) && (tick_count == 15))
                    ns = STOP;
                else
                    ns = SHIFT;
            end
            STOP : begin
                if (S_tick && (tick_count == 15))
                    ns = IDLE;
                else
                    ns = STOP;
            end
        endcase
    end
    always @ (posedge clk, posedge rst) begin
        if (rst)
            cs <= IDLE;
        else
            cs <= ns;
    end
    always @ (posedge clk, posedge rst) begin
        if (rst) begin
            tick_count <= 0;
            bit_count <= 0;
            tx <= 1;
            tx_done_tick <= 0;
            tx_frame <= 0;
            load_frame <= 1'b0;
        end
        else begin
            tx_done_tick <= 0;  
            load_frame <= 0;  
            case (cs)
                IDLE : begin
                    tick_count <= 0;
                    bit_count <= 0;
                    if (tx_start) begin
                        tx_frame <= {1'b1, (^ din), din, 1'b0};   
                    end
                    if (tx_frame == {1'b1, (^ din), din, 1'b0})
                        load_frame <= 1'b1;   
                end
                START : begin
                    tx <= tx_frame[0];   
                    if (S_tick) begin
                        tick_count <= tick_count + 1;
                        if (tick_count == 15)
                            tick_count <= 0;   
                    end
                end
                SHIFT : begin
                    tx <= tx_frame[bit_count + 1];   
                    if (S_tick) begin
                        if (bit_count <= N_BIT) begin 
                            tick_count <= tick_count + 1;
                            if (tick_count == 15) begin   
                                bit_count <= bit_count + 1;
                            end
                        end
                    end
                end
                STOP : begin
                    tx <= tx_frame[10];   
                    if (S_tick) begin
                        tick_count <= tick_count + 1;
                        if (tick_count == 15) begin
                            tick_count <= 0;
                            tx_done_tick <= 1;   
                        end 
                    end
                end
            endcase
        end
    end
endmodule
`timescale 1ns / 1ps
module UART_wrapper (clk, rst, rx, rx_rd_en, tx_wr_data, tx_wr_en, rx_rd_data, rx_empty, rx_full, tx, tx_full,
                     rx_parity_error, rx_frame_error);
    parameter N_BIT = 8;   
    input clk, rst;
    input rx;   
    input rx_rd_en;   
    input tx_wr_en;   
    input [N_BIT - 1 : 0] tx_wr_data;   
    output rx_empty, rx_full;   
    output tx;   
    output tx_full;   
    output rx_parity_error, rx_frame_error;   
    output [N_BIT - 1 : 0] rx_rd_data;   
    wire S_tick;   
    baud_rate_gen baud_rate_generator (.clk(clk), .rst(rst), .S_tick(S_tick));
    Transmitter_TOP tx_top (.clk(clk), .rst(rst), .S_tick(S_tick), .tx_wr_data(tx_wr_data), .tx_wr_en(tx_wr_en),
                           .tx(tx), .tx_full(tx_full));
    Receiver_TOP rx_top (.clk(clk), .rst(rst), .S_tick(S_tick), .rx(rx), .rx_rd_en(rx_rd_en), .rx_rd_data(rx_rd_data),
                         .rx_empty(rx_empty), .rx_full(rx_full), .rx_parity_error(rx_parity_error), .rx_frame_error(rx_frame_error));
endmodule
</file>
==> flow_metrics.rpt <==
=== SYNTHESIS / PLACE & ROUTE SUMMARY ===
----------------------------------------------------
[Status]
  Run status ........................ complete, no violations

[Placed design]
  Placed Instance Area ........................ ~0.016 mm^2
  Final HPWL from detailed placement ........................ roughly 19000 um
  Count of input and output buffers ........................ 26
  Gpl congestion ........................ 0.864

[Job]
  Tool Warnings ........................ 37
  Max-Cap Viols ........................ 0

[Synth]
  Number of synthesized register bits ........................ approximately 360
  Synth top area cells ........................ sky130_fd_sc_hd__edfxtp_1, sky130_fd_sc_hd__dfrtp_1, sky130_fd_sc_hd__mux4_2, sky130_fd_sc_hd__dfxtp_1, sky130_fd_sc_hd__xnor2_1
  Post-synth seq share ........................ 65.7%
  Fraction of registers with async set/reset ........................ between 10% and 20%
  Main flop type after synthesis ........................ sky130_fd_sc_hd__edfxtp_1
  AND-OR/OR-AND share of the synthesized area ........................ 7.68%
  Adder-cell area share of the yosys netlist ........................ 1.79%
  Number of distinct standard cells referenced by the synthesized netlist ........................ 74
  Area share of and/or/nand/nor cells after synthesis ........................ 8.29%
  Number of flops mapped to enable cells by yosys ........................ between 200 and 300
  Cell with the most instances after synthesis ........................ sky130_fd_sc_hd__edfxtp_1
  Cell area after synthesis ........................ around 0.015 mm^2
  XOR Share, Synth ........................ 3.24%
  Synthesized instance count ........................ approximately 1.0k
  Post-synth top area cell ........................ sky130_fd_sc_hd__edfxtp_1
  Number of standard cells reported by yosys ........................ 1003
  Count of synthesis-stage warnings from yosys ........................ 6
  Area share of the largest cell type after synthesis ........................ about 50%
  Multiplexer share of the synthesized area ........................ 11.0%
  Post-synthesis chip area from yosys ........................ 0.0154 mm^2
  Top logic family ........................ multiplexers
  Top cells by instance count after synthesis ........................ sky130_fd_sc_hd__edfxtp_1, sky130_fd_sc_hd__mux4_2, sky130_fd_sc_hd__dfrtp_1, sky130_fd_sc_hd__nand2_1, sky130_fd_sc_hd__nor2_1
  Mean instance size in the synthesized netlist ........................ 15.3 um^2

[CTS]
  Number of levels in the clock H-tree ........................ 2
  Hold_buf cts ........................ 0
  Number of gates resized after CTS ........................ 0
  Root buf cell ........................ sky130_fd_sc_hd__clkbuf_16
  Number of clock sinks seen by CTS ........................ 360
  Clock Latency Late Sink ........................ 0.52 ns
  Clock Path Buffers ........................ 3
  Post-CTS Setup Repair Bufs ........................ 0
  Cts bufs inserted ........................ 38
  TritonCTS clock tree ........................ yes
  Clk pin slew, worst setup/hold paths ........................ 0.05 ns

[Worst setup path]
  Critical Path AT ........................ 2.36 ns
  CP Max Fanout ........................ 17
  FF-to-FF Start ........................ tx_top.tx_fifo.wr_ptr[3]
  Logic depth of the worst register-to-register path ........................ 5
  Worst path required time ........................ 3.52 ns
  Crit. End Element ........................ output port
  Category of the critical setup timing path ........................ flip-flop to output port
  Type of origin of the critical path ........................ flip-flop
  Destination of the worst register-to-register timing path ........................ tx_top.tx_fifo.fifo[9][0]
  Worst reg2reg setup slack ........................ 1.56 ns

[Detailed routing]
  Number of search-and-repair iterations in the first detailed-routing pass ........................ 5
  Per-cell via count in the routed design ........................ between 5 and 6
  Total antenna diodes in the routed design ........................ 0
  Number of vias in the routed layout ........................ approximately 8.6k
  Final antenna-violating net count ........................ 0
  DRT iter0 DRCs ........................ 530
  Wire length reported by the detailed router ........................ slightly above 30000 um
  Per-cell routed wire length ........................ 20.7 um
  DRC violations left ........................ 0

[Pwr]
  Max IR drop VDD ........................ 0.256 mV
  Power density of the placed cells ........................ between 300 and 400 mW/mm^2
  Leakage power summed over all cells ........................ 6.22 nW

[Global routing]
  Via count of the first global-routing pass ........................ 8803
  Total congestion overflow after global routing ........................ 0
  Pin count of the biggest net entering global routing ........................ 40
  Global-route wire length before repair ........................ 48500 um
  Aggregate global-route resource usage ........................ 22.4%
  Antenna violations before repair ........................ 0

[Final layout]
  Fraction of final layout cells sized beyond drive strength 1 ........................ 17.1%
  Number of fillers in the final layout ........................ approximately 2.3k
  Layout area overhead ........................ 12.7%
  Area of all placed cells without fillers ........................ 0.0173 mm^2

[STA]
  Headroom to the max-slew limit ........................ 38.9%
  Total setup violations reported at the end of the flow ........................ 0
  Slew at the pin closest to its max-slew limit ........................ around 0.92 ns
  Number of slew-limit violations in the final report ........................ 0
  Total negative slack for setup checks ........................ 0 ns
  Unrepaired setup endpoints after global routing ........................ false
  Hold Violations, Final ........................ 0
  Setup Skew ........................ 0.0184 ns
  Period utilisation layout ........................ 73.6%
  Achievable Freq ........................ 0.309 GHz
  Post-route minimum period ........................ 3.24 ns

[Die]
  Die width ........................ 177 um
  Placeable Area ........................ 0.0300 mm^2
  FP Util ........................ between 50 and 60%
  Std-Cell Rows ........................ 63
  Chip area ........................ 0.0315 mm^2
  Total I/O pin count ........................ 27
  Die Span Y ........................ 177 um

[Worst hold path]
  Instance count along the most critical hold path ........................ 2
  Worst hold endpoint ........................ rx_top.rx_fifo.rd_data[3]
  Type of the tightest min-delay check ........................ flip-flop to flip-flop
  Launch instance of the worst min-delay path ........................ rx_top.rx_fifo.rd_data[3]

----------------------------------------------------
[cells by family after synthesis]
logic type / Yosys count
compound gates: 167
xor+xnor: 57
fa+ha+maj: 22
buf+inv: 79
flops: 360
mux: 85
simple gates: 233
[layout by cell type (no fill, tap or decap), drive strengths merged, types with 18 or more instances in the layout]
master         Yosys  routed
buf               36      37
clkdlybuf4s50      0      26
clkbuf            19      50
nor2              42      42
mux4              66      66
edfxtp           256     256
ha                22      22
a21o              20      20
nor3              18      18
o21ai             29      29
xnor2             40      40
dfxtp             36      36
a21oi             28      28
a22oi             32      32
dfrtp             65      65
inv               24      25
nand2             58      58
[layout make-up]
| type | instances | area, um^2 | share of cell area [%] |
|---|---|---|---|
| Multi-Input combinational cell | 564 | 4980 | 28.7 |
| Sequential cell | 360 | 10100 | 58.4 |
| Clock buffer | 50 | 1020 | 5.86 |
| Clock inverter | 13 | 109 | 0.628 |
| Inverter | 24 | 91.3 | 0.527 |
| Tap cell | 390 | 488 | 2.81 |
| Timing Repair Buffer | 63 | 538 | 3.10 |
[worst max-delay path, cell delays in order (launching register included)]
cell                              delay, ns
sky130_fd_sc_hd__dfxtp_1               0.71
sky130_fd_sc_hd__xnor2_1               0.18
sky130_fd_sc_hd__nand4_1               0.30
sky130_fd_sc_hd__nor2_1                0.18
sky130_fd_sc_hd__clkdlybuf4s50_1       0.47
[registers in the layout (all words and copies together) (netlist names), 4 cells and up]
name and count:
tx_top.transmitter.tick_count 4, tx_top.transmitter.tx_frame 10, rx_top.receiver.bit_count 4, rx_top.rx_fifo.rd_ptr 5, tx_top.transmitter.bit_count 4, tx_top.tx_fifo.rd_ptr 5, tx_top.tx_fifo.wr_ptr 5, tx_top.tx_fifo.fifo 128
baud_rate_generator.count 9, tx_top.tx_fifo.rd_data 8, tx_top.transmitter.cs 4, rx_top.receiver.rx_frame 10, rx_top.receiver.cs 4, rx_top.rx_fifo.fifo 128, rx_top.receiver.tick_count 4, rx_top.rx_fifo.wr_ptr 5
rx_top.receiver.dout 8, rx_top.rx_fifo.rd_data 8
[per-stage QoR]
step                std cells  util (%)  hold WS, ns  worst slack (ns)  total power, W
finish                   1464      57.9        0.455              1.16         0.00664
global route             1464      57.9        0.483             0.971         0.00687
CTS                      1464      57.9        0.459              1.15         0.00672
detailed placement       1401      54.1        0.451              1.47         0.00380
global placement         1401      54.1        0.442              1.48         0.00380
floorplan                1003         -        0.422             0.556         0.00375
[worst max path at each step]
stage,slack [ns],depth (start not counted),endpoint,start
CTS,1.15,4,tx_full,tx_top.tx_fifo.wr_ptr[3]
global route,0.97,4,tx_full,tx_top.tx_fifo.wr_ptr[3]
finish,1.16,4,tx_full,tx_top.tx_fifo.wr_ptr[3]
[layer usage]
metal | up-vias | GRT usage [%] | share of wire (%)
li1 | 4008 | - | -
met5 | - | 1.28 | 0.17
met3 | 42 | 11.5 | 11
met1 | 4236 | 35.9 | 42
met2 | 279 | 31.5 | 46
met4 | 2 | 2.88 | 1.5
[where the power goes]
| group | switching, W | internal, W | total, W |
|---|---|---|---|
| combinational | 0.0000724 | 0.0000290 | 0.000101 |
| sequential | 0.00000565 | 0.00363 | 0.00363 |
| clock | 0.00123 | 0.00168 | 0.00291 |
| total | 0.00131 | 0.00534 | 0.00664 |
Power figures rest on the tool's default switching activity, not on a simulated workload.
